===== design/flow/design.v =====
package constants_pkg;
typedef enum logic [1:0] {
    ADD = 2'b00,
    SUB = 2'b01,
    AND = 2'b10,
    OR =  2'b11
} aluSel_e  ;
endpackage
package constants_pkg;
parameter int DATA_WIDTH = 32;
parameter int ADDR_WIDTH = 32;
parameter logic [31:0] ZERO            = 32'd0;
parameter logic [31:0] SP_RESET        = 32'h0110_0000;
parameter logic [31:0] MEM_BASE_ADDR   = 32'h0100_0000;
parameter logic [31:0] WORD_STRIDE     = 32'd4;
parameter logic [6:0] OP_LUI    = 7'b0110111;
parameter logic [6:0] OP_AUIPC  = 7'b0010111;
parameter logic [6:0] OP_JAL    = 7'b1101111;
parameter logic [6:0] OP_JALR   = 7'b1100111;
parameter logic [6:0] OP_BRANCH = 7'b1100011;
parameter logic [6:0] OP_LOAD   = 7'b0000011;
parameter logic [6:0] OP_STORE  = 7'b0100011;
parameter logic [6:0] OP_IMM    = 7'b0010011;
parameter logic [6:0] OP_REG    = 7'b0110011;
parameter logic [1:0] MEM_SIZE_BYTE = 2'b00;
parameter logic [1:0] MEM_SIZE_HALF = 2'b01;
parameter logic [1:0] MEM_SIZE_WORD = 2'b10;
parameter logic [3:0] ALU_ADD  = 4'b0000;
parameter logic [3:0] ALU_SUB  = 4'b0001;
parameter logic [3:0] ALU_SLL  = 4'b0010;
parameter logic [3:0] ALU_SLT  = 4'b0011;
parameter logic [3:0] ALU_SLTU = 4'b0100;
parameter logic [3:0] ALU_XOR  = 4'b0101;
parameter logic [3:0] ALU_SRL  = 4'b0110;
parameter logic [3:0] ALU_SRA  = 4'b0111;
parameter logic [3:0] ALU_OR   = 4'b1000;
parameter logic [3:0] ALU_AND  = 4'b1001;
parameter logic [3:0] ALU_PASS = 4'b1010;
endpackage:constants_pkg
 module register_file #(
     parameter int DWIDTH=32
 )(
     input logic clk,
     input logic rst,
     input logic [4:0] rs1_i,
     input logic [4:0] rs2_i,
     input logic [4:0] rd_i,
     input logic [DWIDTH-1:0] datawb_i,
     input logic regwren_i,
     output logic [DWIDTH-1:0] rs1data_o,
     output logic [DWIDTH-1:0] rs2data_o
 );
    logic [DWIDTH-1:0] registers [0:31];
    int i;
    always_ff @(posedge clk) begin
        if (rst) begin
            for (i = 0; i < 32; i++) begin
                registers[i] <= '0;
            end
            registers[5'd2] <= SP_RESET;
        end else if (regwren_i && (rd_i != 5'd0)) begin
            registers[rd_i] <= datawb_i;
        end
    end
    always_comb begin
        rs1data_o = (rs1_i == 5'd0) ? '0 : registers[rs1_i];
        rs2data_o = (rs2_i == 5'd0) ? '0 : registers[rs2_i];
    end
endmodule : register_file

===== design/flow/run.sh =====
#!/bin/bash
# OpenROAD 26Q1-2900-gdf79404cd8, Yosys 0.63+post, stock flow scripts
make -C /OpenROAD-flow-scripts/flow DESIGN_CONFIG=/design/flow/config.mk WORK_HOME=/design/flow/orfs finish

===== design/flow/config.mk =====
export PLATFORM = sky130hd
export DESIGN_NAME = register_file
export DESIGN_NICKNAME = register_file
export VERILOG_FILES = /design/flow/design.v
export SDC_FILE = /design/flow/constraint.sdc
export NUM_CORES = 4
export LEC_CHECK = 1
export CORE_UTILIZATION = 50

===== design/flow/constraint.sdc =====
current_design register_file

set clk_period 15.2
set clk_io_pct 0.2

create_clock -name clk0 -period $clk_period [get_ports {clk}]

set non_clock_inputs [all_inputs -no_clocks]
set_input_delay [expr $clk_period * $clk_io_pct] -clock clk0 $non_clock_inputs
set_output_delay [expr $clk_period * $clk_io_pct] -clock clk0 [all_outputs]

==> flow_summary.toml <==
# synthesis and place-and-route metrics
[final_timing]
tightestPinTransition_ps = 1040
period_used_pct = 68.6
rsz0062_at_grt = "false"
finalSetupTns_ps = 0
maxSlewViolCount = 0
setup_violations = 0
maxSlewHeadroom_pct = 29.9
report.final.hold_viol_count = 0
fin_crit_ps = 10420
max_freq_ghz = 0.0960

[cells_and_area]
max_flop_register = "registers"
final_layout_top_logic_cell = "edfxtp_1"
nFillCells = 7941
drive_gt1_share_pct = 24.9
layout_top_cells = "edfxtp_1 (1024), and2_1 (994), mux4_2 (472)"
logic_area_um2 = 21900
largest_reg_flops = 1024
final_util_pct = 56.2
top_regs = "registers x1024"
syn_to_final_growth_pct = 11.2
finalNonFillerCells = 5024
flop_area_um2 = 30700

[pwr]
power_density_nw_per_um2 = 113
combPwrFrac_pct = 12.1
p_int_mw = 5.18
seqPwrFrac_pct = 48.9
ir_worst_vdd_uv = 99.5
pwr-share-clk_pct = 39.1
p_switching_mw = 1.66
p_sw_share_pct = 24.3
leakagePower_nw = 20.7

[synthesis]
ys.flops = 1024
yosys_warnings = 3
syn_area_um2 = 54300
ff_type = "edfxtp_1"
syn_inst = 3502
synth.distinct_cells = 42
synth_seq_share_pct = 56.7
synth-edff-count = 1024
top_cell_area_share_pct = 56.7
ys_area_um2 = 54300
async_flop_share_pct = 0
avgSynthCellArea_um2 = 15.5
yosys-stat-cells = 3502
topCellsByArea = "edfxtp_1 (57%), mux4_2 (20%), and2_1 (11%), mux2i_1 (2.8%), clkbuf_1 (1.9%)"
yosys.area.top_type = "edfxtp_1"

[drt]
ant_nets = 0
drc = 0
via_count = 32600
routed_wl_um = 178000
diodes = 0
wire_per_inst_um = 35.5
drtPass1Iterations = 5
via_per_inst = 6.48
initialDrtViolationCount = 1984

[place]
dp_cells = 4821
port-buffer-count = 113
routabilityCongestion = 0.929
place.detailed.hpwl_um = 104000

[clock_tree]
clock_sinks = 1024
cts_resized = 0
cts-root-buf = "clkbuf_16"
post_cts_buffers = 0
numCtsBuffers = 110
ctsHoldBuffers = 0
cts_tree = "done"
cts_max_level = 3
clk_pin_slew_ps = 60
clock_path_buffers = 3

[die]
fp_util_pct = 50.5
die-area_um2 = 110000
die_x_um = 331
fp.dieH_um = 331
rows = 120
ios = 114
core-area_um2 = 107000

[run_status]
status = "completed"

[hold_path]
hold_depth = 1
min-delay-start = "rst"
hold_path_end = "registers[0][21]$_SDFFCE_PN0P_"
worstHoldPathType = "in -> reg"

[global_route]
grt_max_degree = 101
grt_overflow_total = 0
grt_pass1_vias = 36400
grt_first_pass_wirelength_um = 255000
antenna_found_initial = 2
track_usage_pct = 36.7

[worst_setup_path]
start_kind = "input pin"
cp.required_ps = 12160
cpPeakStageDelay_ps = 790
cp_max_fo = 38
worstSetupPathType = "in -> out"
cp_cell_sequence = "buf_6 -> buf_4 -> buf_4 -> buf_4 -> mux4_2 -> a22o_1 -> a2111oi_1 -> buf_4 -> nor3_1 -> clkdlybuf4s50_1"
cpMostUsedCell = "buf_4"
slowest_stage = "nor3_1"
crit_path_end_kind = "output pin"
arrival_ps = 7380

[run]
drv_cap = 0
tool_warnings = 28
==> kinds of logic after synthesis <==
group	count (synthesis)	synth area share [%]
other cells	1	0.00691
simple gates	1177	13.3
compound gates	259	3.65
buf+inv	389	3.35
mux	652	23.0
flops	1024	56.7
==> power by group through the flow <==
stage	clock network (mW)	registers [mW]	logic (mW)
CTS	2.70	3.34	0.823
global route	2.81	3.36	0.865
finish	2.67	3.34	0.827
==> worst max-delay path: cells and delay by family <==
kind,cells,cell delay (ps)
AND/OR/NAND/NOR,1,790
multiplexers,1,320
buffers and inverters,6,2900
AND-OR/OR-AND,2,220
==> Yosys cell counts (2+ instances only) <==
library cell,n
a2111oi_0,14
a2111oi_1,41
a211oi_1,7
a21oi_1,12
a221o_1,2
a221oi_1,4
a22o_1,51
a22oi_1,16
a32o_1,4
and2_1,995
and3_1,3
buf_1,16
buf_2,37
buf_4,39
buf_6,22
clkbuf_1,273
edfxtp_1,1024
inv_1,2
mux2_2,30
mux2i_1,150
mux4_2,472
nand2_1,7
nand2b_1,5
nand3_1,5
nand3b_1,5
nand4bb_1,2
nor2_1,36
nor2b_1,14
nor3_1,54
nor4_1,6
nor4b_1,2
o21ai_0,4
o22ai_1,103
or2_2,33
or3_1,2
or3b_2,4
==> layer usage <==
| layer | vias to the layer above | track usage (%) | routed length, um |
|---|---|---|---|
| met5 | - | 1.91 | 168 |
| met4 | 6 | 13.9 | 9200 |
| li1 | 13600 | - | - |
| met2 | 2666 | 51.7 | 81900 |
| met3 | 429 | 27.6 | 31800 |
| met1 | 15900 | 44.4 | 55300 |
==> per-stage QoR <==
step	worst slack [ps]	hold WS (ps)	power, mW	area [um2]
floorplan	7520	3240	3.86	54400
global placement	4870	3670	4.20	56800
detailed placement	4950	3660	4.22	56800
CTS	4910	2930	6.86	60300
global route	4630	2950	7.03	60300
finish	4780	2960	6.84	60300
==> worst max-delay path by stage <==
| stage | start | endpoint | slack, ps | cells after the start |
|---|---|---|---|---|
| after CTS | rs2_i[2] | rs2data_o[21] | 4910 | 9 |
| after global routing | rs2_i[2] | rs2data_o[15] | 4630 | 10 |
| final | rs2_i[2] | rs2data_o[19] | 4780 | 10 |
==> cell type report <==
type / instances / share of cell area, %
tap: 1403 / 2.91
inverter: 2 / 0.0124
sequential: 1024 / 51.0
clock buffer: 132 / 4.73
timing repair buffer: 272 / 3.91
clock inverter: 71 / 1.12
multi-input combinational: 2120 / 36.3
Power is estimated from default activity; no workload was simulated.
