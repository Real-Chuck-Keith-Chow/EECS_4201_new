===== /design/flow/run.sh =====
#!/bin/bash
# OpenROAD 26Q1-2900-gdf79404cd8, Yosys 0.63+post, stock flow scripts
make -C /OpenROAD-flow-scripts/flow DESIGN_CONFIG=/design/flow/config.mk WORK_HOME=/design/flow/orfs finish

===== /design/flow/config.mk =====
export PLATFORM = sky130hd
export DESIGN_NAME = branch_control
export DESIGN_NICKNAME = branch_control
export VERILOG_FILES = /design/flow/design.v
export SDC_FILE = /design/flow/constraint.sdc
export NUM_CORES = 4
export LEC_CHECK = 1
export CORE_AREA = 10 10 82 82
export DIE_AREA = 0 0 92 92

===== /design/flow/constraint.sdc =====
current_design branch_control

set clk_period 4.2
set clk_io_pct 0.2

create_clock -name clk0 -period $clk_period

set non_clock_inputs [all_inputs -no_clocks]
set_input_delay [expr $clk_period * $clk_io_pct] -clock clk0 $non_clock_inputs
set_output_delay [expr $clk_period * $clk_io_pct] -clock clk0 [all_outputs]

===== /design/flow/design.v =====
package constants_pkg;
typedef enum logic [1:0] {
    ADD = 2'b00,
    SUB = 2'b01,
    AND = 2'b10,
    OR =  2'b11
} aluSel_e  ;
endpackage
package constants_pkg;
parameter int DATA_WIDTH = 32;
parameter int ADDR_WIDTH = 32;
parameter logic [31:0] ZERO            = 32'd0;
parameter logic [31:0] SP_RESET        = 32'h0110_0000;
parameter logic [31:0] MEM_BASE_ADDR   = 32'h0100_0000;
parameter logic [31:0] WORD_STRIDE     = 32'd4;
parameter logic [6:0] OP_LUI    = 7'b0110111;
parameter logic [6:0] OP_AUIPC  = 7'b0010111;
parameter logic [6:0] OP_JAL    = 7'b1101111;
parameter logic [6:0] OP_JALR   = 7'b1100111;
parameter logic [6:0] OP_BRANCH = 7'b1100011;
parameter logic [6:0] OP_LOAD   = 7'b0000011;
parameter logic [6:0] OP_STORE  = 7'b0100011;
parameter logic [6:0] OP_IMM    = 7'b0010011;
parameter logic [6:0] OP_REG    = 7'b0110011;
parameter logic [1:0] MEM_SIZE_BYTE = 2'b00;
parameter logic [1:0] MEM_SIZE_HALF = 2'b01;
parameter logic [1:0] MEM_SIZE_WORD = 2'b10;
parameter logic [3:0] ALU_ADD  = 4'b0000;
parameter logic [3:0] ALU_SUB  = 4'b0001;
parameter logic [3:0] ALU_SLL  = 4'b0010;
parameter logic [3:0] ALU_SLT  = 4'b0011;
parameter logic [3:0] ALU_SLTU = 4'b0100;
parameter logic [3:0] ALU_XOR  = 4'b0101;
parameter logic [3:0] ALU_SRL  = 4'b0110;
parameter logic [3:0] ALU_SRA  = 4'b0111;
parameter logic [3:0] ALU_OR   = 4'b1000;
parameter logic [3:0] ALU_AND  = 4'b1001;
parameter logic [3:0] ALU_PASS = 4'b1010;
endpackage:constants_pkg
 module branch_control #(
    parameter int DWIDTH=32
)(
    input logic [6:0] opcode_i,
    input logic [2:0] funct3_i,
    input logic [DWIDTH-1:0] rs1_i,
    input logic [DWIDTH-1:0] rs2_i,
    output logic breq_o,
    output logic brlt_o
);
    logic signed [DWIDTH-1:0] rs1_signed;
    logic signed [DWIDTH-1:0] rs2_signed;
    logic use_unsigned_compare;
    assign rs1_signed = rs1_i;
    assign rs2_signed = rs2_i;
    always_comb begin
        breq_o = (rs1_i == rs2_i);
        use_unsigned_compare = (funct3_i == 3'b110) || (funct3_i == 3'b111);
        if (use_unsigned_compare) begin
            brlt_o = (rs1_i < rs2_i);
        end else begin
            brlt_o = (rs1_signed < rs2_signed);
        end
    end
endmodule : branch_control

==> results.toml <==
# physical design summary
[logic_synthesis]
syn-mean-instance-area_sq_um = 7.264
netlist-cell-type-count = 22
post_synth_xor_area_fraction_pct = 0
number_of_instances_in_the_synthesized_netlist = 113
synth.yosys.warnings = 1
proportion_of_synthesized_chip_area_in_sequential_cells_pct = 0
synthesis.area_sq_um = 820.8
simple_gate_share_pct = 15.85
synth.comb.largest_family = "adder cells"
synth.cellmix.compoundShare_pct = 20.27
synth.mux.area_fraction_pct = 0
synth_stat.cells = 113
yosys.area_share.adder_pct = 48.78
area_figure_in_the_yosys_stat_output_sq_um = 820.8

[die]
rows = 26
die_w_um = 92
floorplan.core_util_pct = 16.17
floorplan.io_pins = 76
fp.dieH_um = 92
placeableCoreArea_sq_mm = 0.005075
chipArea_sq_mm = 0.008464

[power_and_ir_drop]
net-switching-power_mw = 0.04484
p_int_mw = 0.08707
power_frac_comb_pct = 100.0
power_mw = 0.1319
vdd_ir_drop_max_uv = 27.71
seqPwrFrac_pct = 0
proportion_of_total_power_due_to_net_switching_pct = 33.99
leakagePower_nw = 0.7939
pwr_density_cell_mw_per_mm2 = 82.56
clkPwrFrac_pct = 0

[cells_and_area]
seq_cell_count = 0
mostFrequentLayoutCells = "67 x sky130_fd_sc_hd__clkdlybuf4s50_1, 33 x sky130_fd_sc_hd__inv_1, 32 x sky130_fd_sc_hd__ha_1"
final_layout_size_suffix_gt1_share_pct = 1.657
flow.area_growth_from_synthesis_pct = 94.66
mostFrequentLayoutCell = "sky130_fd_sc_hd__clkdlybuf4s50_1"
regArea_sq_um = 0
num-clock-buffers = 0
final_util_pct = 31.48

[setup_path]
critical-path-top-delay-family = "buffers and inverters"
cp_num_cells = 9
worst_path_most_repeated_cell = "sky130_fd_sc_hd__clkdlybuf4s50_1"
wp_data_required_ps = 3360
cpPeakStageDelay_ps = 490
worst_setup_path_startpoint = "rs2_i[31]"
crit_type = "primary input to primary output"
critPathMaxFanout = 4
crit_chain = "clkdlybuf4s50_1 > inv_1 > ha_1 > and4_1 > nand4_1 > nor3_1 > nand2_1 > nor2_1 > clkdlybuf4s50_1"
cp-start-kind = "primary input"
critPathSlowestCell = "sky130_fd_sc_hd__clkdlybuf4s50_1"
crit_arrival_ps = 3050
crit_path_capture_type = "primary output"
critPathCapture = "breq_o"
worstPathBufferInverterCount = 3

[drt]
drc = 0
route.detailed.wl_per_inst_um = 10.61
drtPass1Iterations = 2
routed_via_density = 3.809
via_count = 956
route.antenna.diode_count = 0
postRouteWirelength_mm = 2.663
route.antenna.remaining_nets = 0
detail_route.iter0.violations = 5

[timing]
setup_viol = 0
timing.final.max_slew_violations = 0
postLayoutSetupSlackWorst_ps = 306.0
maxSlewHeadroom_pct = 78.51
timing.fmax_mhz = 256.8
final.min_clock_period_ps = 3894
finalHoldViolations = 0
fin_crit_sh_pct = 92.72
total_neg_setup_slack_ps = 0
timing.hold.ws_ps = 2576
grt_setup_unrepaired = "false"
tightest_slew_ps = 322.4

[global_route]
globalRouteTotalUtil_pct = 6.008
grt_antenna_before_repair = 0
largest_net_degree_at_the_start_of_global_routing = 5
grt.overflow.total = 0
grt_pass1_wl_mm = 4.312
first_global_vias = 981

[run]
maxCapViolations = 0
warnings = 40

[placement]
post-place-ws_ps = 109.9
numPortBuffers = 68
place.detailed.hpwl_mm = 2.574
gpl.final_weighted_congestion = 0.7566

[run_status]
outcome = "finished, final reports clean"

[cts]
cts.hold.buffers_added = 0

[hold_path]
hold_class = "primary input to primary output"
## synth_stat cells
cell type	instances	area, sq um
sky130_fd_sc_hd__and4_1	1	8.760
sky130_fd_sc_hd__a21o_1	2	15.01
sky130_fd_sc_hd__nand4_1	6	37.54
sky130_fd_sc_hd__o32ai_1	1	8.760
sky130_fd_sc_hd__nor4_1	1	6.260
sky130_fd_sc_hd__a21oi_1	10	50.05
sky130_fd_sc_hd__nand3_1	4	20.02
sky130_fd_sc_hd__and2_0	2	12.51
sky130_fd_sc_hd__ha_1	32	400.4
sky130_fd_sc_hd__o21ai_0	2	10.01
sky130_fd_sc_hd__inv_1	33	123.9
sky130_fd_sc_hd__nor3_1	1	5.000
sky130_fd_sc_hd__o221ai_2	1	15.01
sky130_fd_sc_hd__a21boi_0	1	7.510
sky130_fd_sc_hd__nor2_1	2	7.510
sky130_fd_sc_hd__nand2_1	7	26.28
sky130_fd_sc_hd__nor2b_1	1	6.260
sky130_fd_sc_hd__a221oi_1	1	8.760
sky130_fd_sc_hd__a221o_1	2	20.02
sky130_fd_sc_hd__o211ai_1	1	7.510
sky130_fd_sc_hd__a221oi_2	1	15.01
sky130_fd_sc_hd__o31a_1	1	8.760
## metal layers
layer	GRT usage [%]	routed length, um	vias up
met3	2.801	304	0
met5	0	0	-
met1	8.394	1369	374
met4	0	0	0
li1	-	-	535
met2	8.765	989	47
## kinds of logic after synthesis
kind of cell               count (synthesis)
AOI/OAI and AO/OA                         23
adders and majority gates                 32
buffers and inverters                     33
and+or+nand+nor                           25
## timing repair
action / 4_1_cts / 5_1_grt
gates resized: 0 / 2
setup endpoints to repair: 0 / 1
setup buffers: 0 / 0
## power groups by stage
stage / Clock, mW / Combinational [mW] / Sequential [mW]
final: 0 / 0.132 / 0
after global routing: 0 / 0.151 / 0
after CTS: 0 / 0.134 / 0
## area by class of cell
class	instances	area [sq um]
tap	70	87.58
timing repair buffer	68	683.2
inverter	33	123.9
fill	541	3477
multi-input combinational	80	703.2
## through the flow
| step | cells | instance area [sq um] |
|---|---|---|
| detailed placement | 251 | 1589 |
| global route | 251 | 1598 |
| global placement | 251 | 1589 |
| CTS | 251 | 1589 |
| finish | 251 | 1598 |
| floorplan | 113 | 820.8 |
## worst min path at each step
stage / startpoint / to / slack [ps] / depth (start not counted)
after CTS: funct3_i[1] / brlt_o / 2870 / 4
after global routing: funct3_i[1] / brlt_o / 2600 / 4
final: funct3_i[1] / brlt_o / 2580 / 4
## tightest hold or removal path, cell delays in order
cell and delay [ps]:
sky130_fd_sc_hd__clkdlybuf4s50_1 440, sky130_fd_sc_hd__and2_0 200, sky130_fd_sc_hd__o32ai_1 110, sky130_fd_sc_hd__dlymetal6s2s_1 140
No activity file was given, so power comes from the tool's default toggle rates.
