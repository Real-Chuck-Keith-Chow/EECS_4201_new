==> flow/config.mk <==
export PLATFORM = sky130hd
export DESIGN_NAME = fetch
export DESIGN_NICKNAME = fetch
export VERILOG_FILES = /design/flow/design.v
export SDC_FILE = /design/flow/constraint.sdc
export NUM_CORES = 4
export LEC_CHECK = 1
export CORE_AREA = 10 10 99 99
export DIE_AREA = 0 0 109 109
==> flow/constraint.sdc <==
current_design fetch

set clk_period 4.7
set clk_io_pct 0.2

create_clock -name clk0 -period $clk_period [get_ports {clk}]

set non_clock_inputs [all_inputs -no_clocks]
set_input_delay [expr $clk_period * $clk_io_pct] -clock clk0 $non_clock_inputs
set_output_delay [expr $clk_period * $clk_io_pct] -clock clk0 [all_outputs]
==> flow/design.v <==
package constants_pkg;
typedef enum logic [1:0] {
    ADD = 2'b00,
    SUB = 2'b01,
    AND = 2'b10,
    OR =  2'b11
} aluSel_e  ;
endpackage
package constants_pkg;
parameter int DATA_WIDTH = 32;
parameter int ADDR_WIDTH = 32;
parameter logic [31:0] ZERO            = 32'd0;
parameter logic [31:0] SP_RESET        = 32'h0110_0000;
parameter logic [31:0] MEM_BASE_ADDR   = 32'h0100_0000;
parameter logic [31:0] WORD_STRIDE     = 32'd4;
parameter logic [6:0] OP_LUI    = 7'b0110111;
parameter logic [6:0] OP_AUIPC  = 7'b0010111;
parameter logic [6:0] OP_JAL    = 7'b1101111;
parameter logic [6:0] OP_JALR   = 7'b1100111;
parameter logic [6:0] OP_BRANCH = 7'b1100011;
parameter logic [6:0] OP_LOAD   = 7'b0000011;
parameter logic [6:0] OP_STORE  = 7'b0100011;
parameter logic [6:0] OP_IMM    = 7'b0010011;
parameter logic [6:0] OP_REG    = 7'b0110011;
parameter logic [1:0] MEM_SIZE_BYTE = 2'b00;
parameter logic [1:0] MEM_SIZE_HALF = 2'b01;
parameter logic [1:0] MEM_SIZE_WORD = 2'b10;
parameter logic [3:0] ALU_ADD  = 4'b0000;
parameter logic [3:0] ALU_SUB  = 4'b0001;
parameter logic [3:0] ALU_SLL  = 4'b0010;
parameter logic [3:0] ALU_SLT  = 4'b0011;
parameter logic [3:0] ALU_SLTU = 4'b0100;
parameter logic [3:0] ALU_XOR  = 4'b0101;
parameter logic [3:0] ALU_SRL  = 4'b0110;
parameter logic [3:0] ALU_SRA  = 4'b0111;
parameter logic [3:0] ALU_OR   = 4'b1000;
parameter logic [3:0] ALU_AND  = 4'b1001;
parameter logic [3:0] ALU_PASS = 4'b1010;
endpackage:constants_pkg
module fetch #(
    parameter int DWIDTH=32,
    parameter int AWIDTH=32,
    parameter int BASEADDR=32'h01000000
    )(
	input logic clk,
	input logic rst,
	output logic [AWIDTH - 1:0] pc_o,
  output logic [DWIDTH - 1:0] insn_o
);
    always_ff @(posedge clk) begin
      if(rst) begin                 
        pc_o <= AWIDTH'(BASEADDR);
      end
      else begin
        pc_o <= pc_o + AWIDTH'(32'd4); 
      end
    end
endmodule : fetch
==> flow/run.sh <==
#!/bin/bash
# OpenROAD 26Q1-2900-gdf79404cd8, Yosys 0.63+post, stock flow scripts
make -C /OpenROAD-flow-scripts/flow DESIGN_CONFIG=/design/flow/config.mk WORK_HOME=/design/flow/orfs finish
==> summary.txt <==
Here are the numbers from the latest Yosys + OpenROAD run.

Summing every instance area after synthesis gives 0.00170 mm^2. The registers reported with the highest flop counts are pc_o: 30 flops. The transition at the pin with the smallest max-transition slack came out at 723 ps. Hold timing on the final database bottoms out at a slack of 476 ps. The endpoint required time on the critical path is 3760 ps. The share of the core filled with cells in the final layout is 0.269.

Synthesis handed over a netlist of 197 instances. The maximum single-stage delay on the critical path came out at 540 ps. After clock tree synthesis, the setup repair step added 0 buffers. In this run the full chip footprint comes out at 0.0119 mm^2.

The count of cells along the worst hold path came out at 1. The depth of the critical timing path with buffers and inverters included is 1. For reference, the clock transition at the flip-flops on the worst setup and hold paths is 60 ps. The number of buffers on the longest clock path is 2.

STA classifies the critical path endpoint as a primary output. For this run, the script counts the antenna cells in the layout as 0. The part of the cycle the worst path needs is 0.482. The number of global-route vias before repair is 1320.

The detailed router's first-iteration violation count came out at 137. The highest clock rate this design can be run at is 442 MHz. Per the post-place timing report, worst setup slack is 2420 ps. Per the cell usage report, the commonest logic cells after layout are 34 x sky130_fd_sc_hd__conb_1, 31 x sky130_fd_sc_hd__clkdlybuf4s50_1, 30 x sky130_fd_sc_hd__dfxtp_1. The register with the most flip-flops in the final layout is pc_o.

The leakage power of the design is 0.761 nW. After detailed routing, the wire length on met1 is 1910 um. STA reports a reg2reg setup slack of 2740 ps.

Per the power-grid run, VDD falls by no more than 0.000109 V. Per the run summary, max-cap violations total 0. For this run the aggregate overflow at the end of global routing stands at 0.

The clock tree synthesis step divided the H-tree into 2 levels. The placed instances occupy a cell area of 0.00197 mm^2. The number of flip-flops in the largest register is 30. The leading cell type in the layout, fill and taps excluded is sky130_fd_sc_hd__conb_1. The clock tree root buffer cell is sky130_fd_sc_hd__clkbuf_8.

Yosys reported a register bit count of 30. In this run the vertical extent of the chip is 109 um. The final wirelength is 4170 um.

The final max-slew violation count recorded for this run is 0. The critical path in this run is classified as reg -> out. The highest net fanout along the worst path is 9.

The final count of hold timing violations is 0. The wire-length estimate of the detail-placed layout is 3120 um. The flow reported a cell area power density of 249 mW/mm^2. In the final layout, the share of cells above drive strength 1 is 0.101.

The insertion delay to the later sink of the worst-skew pair is 280 ps. The number of library cell types mapped by synthesis came out at 35. The timing report attributes the biggest portion of critical-path delay to buffers and inverters.

Per the detail_route report, routed wire per instance is 12.6 um. The first global-routing pass estimated 6580 um of wire. The number of buffers created by CTS is 5. The floorplan has 32 rows. The routed wire length on met3 came out at 285 um. Between the synthesized netlist and the finished layout, the area growth was recorded as 22.5%. Per the STA report, the cell with the highest stage delay on the worst path is sky130_fd_sc_hd__clkdlybuf4s50_1. A synthesized cell averages 8.62 um^2. The number of buffers added on ports came out at 31.

The tally of OpenROAD warnings is 25. The overall track demand over capacity in global routing is 0.0672. The count of final setup violators is 0. Summing internal, switching and leakage power gives 0.519 mW. The worst reg-to-reg path cell count is 5.

The global placement routability congestion came out at 0.736. The yosys cell count is 197. The detailed placer reported the number of placed instances as 322. The die outline width is 109 um.

Setup repair after global routing left no endpoint under its margin. The post-route clock skew is 5.58 ps. Signal nets in the final route climb as high as met4. The flow ran to the end, and the final reports show no timing, DRC or antenna violations. In this run the standard cell core region covers 0.00773 mm^2.

The post-layout worst setup margin came out at 2440 ps. The number of antenna violations at the first check in global routing is 0. The mean number of vias per cell came out at 4.19. The kind of path behind the tightest hold check is reg -> reg.

Traced cell by cell, the critical path runs through clkdlybuf4s50_1. TritonCTS built the clock tree. The routed length on met2 is 1920 um. The post-cts repair resize count is 0. The maximum number of pins on one net before global-route repair is 37.

The worst-case max-slew headroom was logged as 0.514. The number of clock sinks came out at 30. Once layout is complete, the cells apart from fillers number 330. The remaining number of nets flagged by the antenna check after routing came out at 0.

The post-route cell area came out at 0.00208 mm^2. The count of pins on the block boundary is 66. In the routed design, unresolved DRC markers number 0. The total iterations of the first detailed-routing run is 4. The core utilization before placement came out at 0.220. The script reports the combined buffer and inverter count of the critical path as 1. STA classifies the critical path startpoint as a flop. The number of vias in the routed layout came out at 1382. The number of synthesis warnings came out at 33. The synthesized chip area reported by yosys came out at 0.00170 mm^2. Of the synthesized area, sequential elements account for 0.354. The post-layout minimum cycle time came out at 2260 ps. The arrival time of data at the critical path endpoint is 1320 ps.

The hold buffer count at cts is 0. The final setup TNS came out at 0 ps.
-- Yosys cell counts --
master                     count  area, um^2
sky130_fd_sc_hd__conb_1        1        3.75
sky130_fd_sc_hd__xor2_1        8        70.1
sky130_fd_sc_hd__inv_1         2        7.51
sky130_fd_sc_hd__nand2b_1      3        18.8
sky130_fd_sc_hd__xnor2_1       4        35.0
sky130_fd_sc_hd__nand2_1       4        15.0
sky130_fd_sc_hd__nand4_2       2        25.0
sky130_fd_sc_hd__clkbuf_1      5        18.8
sky130_fd_sc_hd__and3_2        1        7.51
sky130_fd_sc_hd__mux2_2        3        33.8
sky130_fd_sc_hd__ha_1          1        12.5
sky130_fd_sc_hd__or3_2         1        7.51
sky130_fd_sc_hd__nor2_1       20        75.1
sky130_fd_sc_hd__a21o_1        1        7.51
sky130_fd_sc_hd__or4_1         3        22.5
sky130_fd_sc_hd__buf_2         1        5.00
sky130_fd_sc_hd__dfxtp_1      30         601
sky130_fd_sc_hd__or3_1         4        25.0
sky130_fd_sc_hd__nor2b_1       4        25.0
sky130_fd_sc_hd__and2_1        3        18.8
sky130_fd_sc_hd__o31ai_1       3        22.5
sky130_fd_sc_hd__a31o_2        4        35.0
sky130_fd_sc_hd__and4_2        1        10.0
sky130_fd_sc_hd__or4_4         1        11.3
sky130_fd_sc_hd__nor4_1        2        12.5
sky130_fd_sc_hd__nand3_1       6        30.0
sky130_fd_sc_hd__nand4b_1      1        8.76
sky130_fd_sc_hd__buf_4        35         263
sky130_fd_sc_hd__and4_1        5        43.8
sky130_fd_sc_hd__and3_1        4        25.0
sky130_fd_sc_hd__a21oi_1      12        60.1
sky130_fd_sc_hd__nor4_2        1        12.5
sky130_fd_sc_hd__buf_6         1        11.3
sky130_fd_sc_hd__nand4_1      14        87.6
sky130_fd_sc_hd__o21ai_0       6        30.0
-- kinds of logic after synthesis --
logic type | count (synthesis) | synth area share
flops | 30 | 0.354
simple gates | 80 | 0.284
fa+ha+maj | 1 | 0.00737
compound gates | 26 | 0.0914
xor+xnor | 12 | 0.0619
other cells | 1 | 0.00221
buf+inv | 44 | 0.180
mux | 3 | 0.0199
-- where the power goes --
group          leakage [nW]  internal [mW]  total (mW)  switching [mW]
logic                 0.462        0.00749      0.0166         0.00913
clock network        0.0575          0.148       0.242          0.0947
registers             0.242          0.256       0.260         0.00318
-- metal layers --
layer | up-vias | track usage
met1 | 637 | 0.0888
li1 | 694 | -
met4 | 0 | 0.00847
met3 | 4 | 0.0233
met5 | - | 0
met2 | 47 | 0.107
-- path summary, 6_finish.rpt --
check / from / to
setup reg to reg: pc_o[2] / pc_o[22]
setup / recovery: pc_o[4] / pc_o[4]
hold reg to reg: pc_o[2] / pc_o[2]
hold / removal: pc_o[2] / pc_o[2]
-- layout make-up --
cell class	count	area, um^2
tap	102	128
timing repair buffer	32	318
clock buffer	8	110
sequential	30	601
multi-input combinational	156	916
fill	811	5650
inverter	2	7.51
Power figures rest on the tool's default switching activity, not on a simulated workload.
